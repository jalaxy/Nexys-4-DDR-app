$ cat flow/run.sh
#!/bin/bash
# OpenROAD 26Q1-2900-gdf79404cd8, Yosys 0.63+post, stock flow scripts
make -C /OpenROAD-flow-scripts/flow DESIGN_CONFIG=/design/flow/config.mk WORK_HOME=/design/flow/orfs finish
$ cat flow/config.mk
export PLATFORM = sky130hd
export DESIGN_NAME = stabilization
export DESIGN_NICKNAME = stabilization
export VERILOG_FILES = /design/flow/design.v
export SDC_FILE = /design/flow/constraint.sdc
export NUM_CORES = 4
export LEC_CHECK = 1
export CORE_AREA = 10 10 99 99
export DIE_AREA = 0 0 109 109
$ cat flow/constraint.sdc
current_design stabilization

set clk_period 10.4
set clk_io_pct 0.2

create_clock -name clk0 -period $clk_period [get_ports {clk}]

set non_clock_inputs [all_inputs -no_clocks]
set_input_delay [expr $clk_period * $clk_io_pct] -clock clk0 $non_clock_inputs
set_output_delay [expr $clk_period * $clk_io_pct] -clock clk0 [all_outputs]
$ cat flow/design.v
module stabilization(input clk, input origin, output reg stabilized_signal);
reg [31:0] down = 0;
integer times = 100_000_000 / 100;
always @(posedge clk)
begin
    if (origin == 1)
    begin
        stabilized_signal = 1;
        down = 0;
    end
    else
        down = down + 1;
    if (down == times - 1)
    begin
        stabilized_signal = 0;
        down = 0;
    end
end
endmodule
==> changes_impl.md <==
### Changed

- WP data required: 10550 ps
- Dpl hpwl: 3330 um
- Post-CTS Setup Repair Bufs: 0
- Tool Warnings: 25
- # fillers: 826
- CTS tree: yes
- Routed WL: 4620 um
- Via count: 1709
- Top cells by area, synth: dfxtp_1, xor2_1, nand4_1
- First-pass DRT Iterations: 4
- Total core area: 7730 um^2
- Number of enable flip-flop cells: 0
- Cell taking the most area after synthesis: dfxtp_1
- Logic area: 1250 um^2
- CP Class: primary input to flip-flop
- Clock transition at the registers of the reported paths: 70 ps
- Avg Inst Size Synth: 8.33 um^2
- DRT iter0 DRCs: 121
- Synth cell types: 50
- RSZ-0062 raised after global routing: no
- Synth flops: 33
- Pwr Density: 104 nW/um^2
- Final Util: 28.4%
- Leak: 0.715 nW
- Max Freq: 232 MHz
- CTS Hold Bufs: 0
- ANT cells: 0
- Post-layout period usage: 41.4%
- Die area: 11900 um^2
- Clock root cell: clkbuf_8
- Area leader share: 33.0%
- Global Route Usage Sum: 7.87%
- Non-Filler Instances: 343
- CTS buffer count: 5
- Routability cong.: 0.901
- Ys cells: 240
- Top cells by count: dfxtp_1, nor2_1, nand4_1, nand2_1
- Reg2Reg Depth: 8
- CP Capture Type: flip-flop
- Setup TNS: 0 ps
- Layout Area Growth over Synthesis: 9.64%
- Post-Place Cells: 335
- Synth Seq Share: 33.0%
- First-pass GRT wire length: 7660 um
- Drt wl/cell: 13.5 um
- WHS Path Cells: 2
- Vias in the first global route: 1533
- Data arrival, critical path: 4460 ps
- Final Skew: 8.24 ps
- Slew HR: 57.5%
- Worst setup SP type: primary input
- Rows: 32
- Count of final setup violators: 0
- GR Overflow Total: 0
- CTS resizes: 0
- Initial antenna violation count: 0
- YS chip area: 2000 um^2
- Port bufs: 2
- Vias per cell: 4.98
- DRC violations left: 0
- Antenna viol nets, final: 0
- Clock sinks: 33
- Share of layout cells above drive strength 1: 8.71%
- Min Tclk post-route: 4310 ps
- Final Hold Vio Count: 0
- Largest net degree at the start of global routing: 43
- Hold Crit Class: flip-flop to flip-flop
- Final Slew Violations: 0
- Crit Path Max Fanout: 42
- Ys Warns: 1
- Post-Syn Area: 2000 um^2
- Async SR Flop Fraction: 0%
- Mapped Cells: 240
- Worst-Skew Late Latency: 290 ps
- Die width: 109 um
- Worst ir drop on vdd: 0.0396 mV
- Chip height: 109 um
- Hold slack final: 517 ps
- Status: finished, final reports clean
- Worst-Margin Slew: 633 ps
- Floorplan-stage core utilization: 25.9%
- Max-cap violation count: 0
- CTS H-tree depth: 2
- Top-count cell post-synth: dfxtp_1
- Top FF cell, synth: dfxtp_1
- Max clock buf depth: 2
- Register area: 661 um^2
- Ports: 3
-- cells by family (layout without fill, tap and decap cells) --
logic type / count (synthesis) / count (layout) / share of synthesized area [%]
flops: 33 / 33 / 33.0
mux: 6 / 6 / 3.13
buf+inv: 20 / 21 / 4.19
fa+ha+maj: 1 / 1 / 0.626
simple gates: 130 / 130 / 39.8
compound gates: 28 / 28 / 9.57
xor+xnor: 22 / 22 / 9.64
-- metrics by stage --
step                area (um^2)  worst slack, ps  power, mW
floorplan                  2000             6890      0.137
global placement           2110             5810      0.139
detailed placement         2110             5820      0.139
CTS                        2190             6090      0.231
global route               2190             5910      0.238
finish                     2190             6090      0.229
-- cells in the final DEF, fill, tap and decap left out, types with 6 or more instances in the layout --
cell type	count
inv_1	9
nor2_1	25
xnor2_1	10
nor2b_1	6
nand4_1	16
nor4_1	6
xor2_1	12
nor3_1	12
a21oi_1	7
dfxtp_1	33
nand2_1	13
nand3_1	11
-- report_power, final --
group	switching, mW	internal (mW)
sequential	0.00208	0.127
combinational	0.00440	0.00270
clock	0.0449	0.0475
-- state kept, by name (all words and copies together), names as in the netlist --
| register | count |
|---|---|
| stabilized_signal | 1 |
| down | 32 |
-- worst max-delay path: stages --
cell             delay, ps
clkdlybuf4s50_1        450
buf_4                  380
nor2b_1                 80
o21ai_0                110
o211ai_1               130
nor4b_1                300
nand4_1                190
nor4_4                 610
nor3_1                 110
-- per-layer routing --
layer  vias to the layer above  GRT usage, %  wire length [um]  share of wire [%]
met1                       794          11.8              2420                 52
met2                        25          11.7              1970                 43
li1                        885             -                 -                  -
met4                         0         0.942                73                1.6
met5                         -             0                 0                  0
met3                         5          1.55               165                3.6
-- worst paths after layout --
| check | start | end | slack [ps] |
|---|---|---|---|
| worst max register to register | down[0] | down[4] | 7310 |
| worst max-delay path | origin | down[4] | 6090 |
| worst min-delay path | stabilized_signal | stabilized_signal | 520 |
| worst min register to register | stabilized_signal | stabilized_signal | 520 |
-- cell type report --
type	instances	area share, %
multi-input cells	187	57.2
flip-flops and latches	33	30.1
well taps	102	5.82
clock buffers	8	3.65
repair buffers	4	1.60
inverters	9	1.54
No activity file was given, so power comes from the tool's default toggle rates.
