$ cat ./run.sh
#!/bin/bash
# OpenROAD 26Q1-2900-gdf79404cd8, Yosys 0.63+post, stock flow scripts
make -C /OpenROAD-flow-scripts/flow DESIGN_CONFIG=/design/flow/config.mk WORK_HOME=/design/flow/orfs finish
$ cat ./config.mk
export PLATFORM = sky130hd
export DESIGN_NAME = sound
export DESIGN_NICKNAME = sound
export VERILOG_FILES = /design/flow/design.v
export SDC_FILE = /design/flow/constraint.sdc
export NUM_CORES = 4
export LEC_CHECK = 1
export CORE_UTILIZATION = 30
$ cat ./constraint.sdc
current_design sound

set clk_period 183.1
set clk_io_pct 0.2

create_clock -name clk0 -period $clk_period [get_ports {clk}]

set non_clock_inputs [all_inputs -no_clocks]
set_input_delay [expr $clk_period * $clk_io_pct] -clock clk0 $non_clock_inputs
set_output_delay [expr $clk_period * $clk_io_pct] -clock clk0 [all_outputs]
$ cat ./design.v
module sound(input [31:0] f_dHz, input clk, output reg soundbit = 0);
reg [31:0] n = 0;
always @(posedge clk)
begin
    n = n + 1;
    if (n >= 500_000_000 / f_dHz)
    begin
        n = 1;
        soundbit = ~soundbit;
    end
end
endmodule
==> flow_metrics.tcl <==
# place-and-route summary
set metrics [dict create \
    measured_slew_at_the_worst_slew_check_pin_ps 1500 \
    fin_cells 6815 \
    final_antenna_net_count 0 \
    yosys-stat-area_um2 35500 \
    port_buffers 33 \
    post-route-cell-area_um2 38300 \
    h_tree_levels 2 \
    grtUsageTotal_pct 29.7 \
    hold_vio_cnt_final 0 \
    tritoncts "done" \
    die_y_size_um 346 \
    design.portCount 34 \
    grt_max_degree 47 \
    die.size.x_um 346 \
    post_cts_repair_setup_buffers 0 \
    post-route-util_pct 32.8 \
    n_fill_cell 12474 \
    layout_worst_path_cycle_share_pct 70.0 \
    setup_repair_after_global_routing_missed_its_margin "no" \
    critical_path.endpoint_type "flop" \
    cp.arrival_ps 128220 \
    async_reset_ff_share_pct 0 \
    placement_rows 125 \
    area_growth_syn_to_layout_pct 7.81 \
    pwr_density_cell_nw_per_um2 2.40 \
    insertion_delay_ps 270 \
    worst_hold_path_type "flop to flop" \
    ir_drop_uv 4.00 \
    detailedRoute.firstIterationViolations 4923 \
    worst_setup_path_start_kind "input pin" \
    maxCapViolCount 1 \
    post_drt_wl_per_cell_um 26.9 \
    clk_path_buf_depth 2 \
    timing.critical_path.slowest_cell_delay_ps 1300 \
    critical_path_required_ps 183120 \
    cts_num_sinks 33 \
    avgViaCountPerCell 6.27 \
    number_of_enable_type_register_cells_in_the_synthesized_netlist 1 \
    hpwl_reported_at_the_end_of_detailed_placement_mm 149 \
    initial_util_pct 30.4 \
    synth.yosys.num_cells 5283 \
    slew_viol_final 1 \
    timing.clock.skew_ps 5.49 \
    timing.hold.worst_path_depth 1 \
    worst_setup_hold_path_clk_slew_ps 50 \
    critical_path_peak_fanout 46 \
    cts_inserted_buffers 5 \
    routed-via-count 42730 \
    violations_in_the_final_reports "max-capacitance violations, max-slew violations" \
    design.core.area_um2 117000 \
    power.total_mw 0.0921 \
    most_frequently_placed_logic_cell_in_the_final_layout "sky130_fd_sc_hd__nor2_1" \
    place.gp.congestion 1.08 \
    warning_count 25 \
    layout_min_cycle_time_ps 128200 \
    yosysUniqueCellTypes 101 \
    ys.flop_type "sky130_fd_sc_hd__dfxtp_1" \
    grt_antenna_before_repair 6 \
    yosysSeqAreaShare_pct 1.89 \
    critical_path_class "input pin to flop" \
    synthesis.area_per_instance_um2 6.73 \
    vias_in_the_first_global_route 38863 \
    globalRouteOverflowTotal 0 \
    synthesis.area_um2 35500 \
    maxSlewHeadroom_pct -0.540 \
    hold_buffers 0 \
    setup_viol 0 \
    outcome "complete, but fails checks" \
    cts_resized 0 \
    drt_pre_antenna_iters 6 \
    post-place-cells 6805 \
    reg2reg_depth 17 \
    dieArea_um2 120000 \
    library_cell_appearing_most_often_on_the_critical_path "sky130_fd_sc_hd__ha_1" \
    timing.critical_path.slowest_stage_cell "sky130_fd_sc_hd__nor3_1" \
    final.setup.tns_ps 0 \
    leakage_nw 16.6 \
    routed_wirelength_mm 183 \
    postPlaceCellArea_um2 38100 \
    post_route_cells_drive_above_1_share_pct 6.50 \
    final_cell_mix "570 x sky130_fd_sc_hd__nor2_1, 527 x sky130_fd_sc_hd__ha_1, 479 x sky130_fd_sc_hd__nand2_1" \
    yosys_warnings 1 \
    fmaxAchievable_ghz 0.00780 \
    netlist_instances 5283 \
    residual_drc 0 \
    grt_pass1_wl_mm 264 \
    ys.flops 33 \
    ctsRootBufferMaster "sky130_fd_sc_hd__clkbuf_16" \
]
per-stage QoR:
step	hold slack, ps	worst slack (ps)
2_1_floorplan	428	75480
3_3_place_gp	512	59610
3_5_place_dp	512	58320
4_1_cts	530	58270
5_1_grt	566	50240
6_report	530	54900
critical path, delay by kind of cell:
family                   cells  cell delay [ps]
multiplexers                 4             1590
AND/OR/NAND/NOR             78            21320
adder cells (fa/ha/maj)     31            10300
buffers and inverters       53            14240
AND-OR/OR-AND              146            43670
power by group:
part | switching, mW | leakage [nW] | internal [mW] | total (mW)
combinational | 0.0474 | 16.2 | 0.0264 | 0.0739
clock | 0.00290 | 0.0841 | 0.00679 | 0.00968
sequential | 0.000706 | 0.268 | 0.00780 | 0.00851
total | 0.0511 | 16.6 | 0.0410 | 0.0921
final cells by class:
class | instances | area, um^2 | share of cell area (%)
well taps | 1524 | 1910 | 4.98
clock buffers | 7 | 143 | 0.372
inverters | 242 | 908 | 2.37
flip-flops and latches | 33 | 671 | 1.75
repair buffers | 161 | 1290 | 3.36
clock inverters | 1 | 30.0 | 0.0784
multi-input cells | 4845 | 33400 | 87.1
diodes | 2 | 5.00 | 0.0131
path summary, 6_finish.rpt:
kind                   from        to  slack, ps
setup / recovery  f_dHz[22]  soundbit      54900
setup reg to reg       n[2]  soundbit     177660
hold / removal         n[0]      n[0]        530
hold reg to reg        n[0]      n[0]        530
per-layer routing:
layer | vias to the layer above | share of wire [%] | GRT usage (%)
met5 | - | 0.0071 | 0
met4 | 2 | 5.4 | 12.7
met1 | 20075 | 44 | 42.6
li1 | 19976 | - | -
met3 | 473 | 9.4 | 5.26
met2 | 2204 | 41 | 43.6
cell usage after synthesis (14+ instances only):
library cell                count  area, um^2
sky130_fd_sc_hd__a21o_1       198        1490
sky130_fd_sc_hd__or3_1         71         444
sky130_fd_sc_hd__nand2_1      479        1800
sky130_fd_sc_hd__xnor2_1      241        2110
sky130_fd_sc_hd__o211ai_1      64         480
sky130_fd_sc_hd__o31a_1        23         201
sky130_fd_sc_hd__o31ai_1       75         563
sky130_fd_sc_hd__a221oi_1      19         166
sky130_fd_sc_hd__ha_1         527        6590
sky130_fd_sc_hd__nand3_1      150         751
sky130_fd_sc_hd__dfxtp_1       32         641
sky130_fd_sc_hd__nor2_1       571        2140
sky130_fd_sc_hd__inv_1        228         856
sky130_fd_sc_hd__o21a_1       153        1150
sky130_fd_sc_hd__o22ai_1       26         163
sky130_fd_sc_hd__a31o_2        24         210
sky130_fd_sc_hd__nor4_1        41         257
sky130_fd_sc_hd__a211oi_1      46         345
sky130_fd_sc_hd__and2_1        49         307
sky130_fd_sc_hd__o21ai_0      334        1670
sky130_fd_sc_hd__nor3_1       154         771
sky130_fd_sc_hd__buf_2         32         160
sky130_fd_sc_hd__or2_2         43         269
sky130_fd_sc_hd__a31oi_1       92         576
sky130_fd_sc_hd__nand2b_1      93         582
sky130_fd_sc_hd__nor2b_1       55         344
sky130_fd_sc_hd__o21ai_1       14        70.1
sky130_fd_sc_hd__o2111ai_1     28         245
sky130_fd_sc_hd__o221ai_1      28         245
sky130_fd_sc_hd__a21boi_0      32         240
sky130_fd_sc_hd__a2111oi_0     24         210
sky130_fd_sc_hd__a311oi_1      32         280
sky130_fd_sc_hd__mux2_2        65         732
sky130_fd_sc_hd__mux2i_1       36         360
sky130_fd_sc_hd__o21bai_1      47         353
sky130_fd_sc_hd__and3_1        62         388
sky130_fd_sc_hd__clkbuf_1     103         387
sky130_fd_sc_hd__xor2_1       148        1300
sky130_fd_sc_hd__a211o_1       39         342
sky130_fd_sc_hd__o311ai_0      15         131
sky130_fd_sc_hd__nand4_1       55         344
sky130_fd_sc_hd__or4_1         20         150
sky130_fd_sc_hd__buf_1         28         105
sky130_fd_sc_hd__a21oi_1      426        2130
sequential cells by signal, indices dropped and copies added, names as in the netlist:
name	flops
soundbit	1
n	32
cells by family after synthesis:
| group | synth area share [%] |
|---|---|
| other cells | 0.0106 |
| simple gates | 25.7 |
| buf+inv | 4.39 |
| xor+xnor | 9.59 |
| fa+ha+maj | 18.6 |
| flops | 1.89 |
| mux | 3.07 |
| compound gates | 36.8 |
Power and IR drop assume default switching activity.
