$ cat config.mk
export PLATFORM = sky130hd
export DESIGN_NAME = display
export DESIGN_NICKNAME = display
export VERILOG_FILES = /design/flow/design.v
export SDC_FILE = /design/flow/constraint.sdc
export NUM_CORES = 4
export LEC_CHECK = 1
export CORE_AREA = 10 10 107 107
export DIE_AREA = 0 0 117 117
$ cat constraint.sdc
current_design display

set clk_period 5.0
set clk_io_pct 0.2

create_clock -name clk0 -period $clk_period [get_ports {clk}]
create_clock -name clk1 -period $clk_period [get_ports {pause}]

set non_clock_inputs [all_inputs -no_clocks]
set_input_delay [expr $clk_period * $clk_io_pct] -clock clk0 $non_clock_inputs
set_output_delay [expr $clk_period * $clk_io_pct] -clock clk0 [all_outputs]
$ cat design.v
module clock(CLK, rst, pause, oData, dp);
    input CLK;
    input rst;
    input pause;
    output [31:0] oData;
    output reg [7:0] dp = 8'b10101010;
    wire O_CLK;
    reg [3:0] ms1 = 0, ms2 = 0, s1 = 0, s2 = 0, m1 = 0, m2 = 0, h1 = 0, h2 = 0;
    reg pause_reg = 1;
    reg [5:0] dpTime = 0;
    assign oData = {h2, h1, m2, m1, s2, s1, ms2, ms1};
    divider100Hz divider_inst(.I_CLK(CLK), .O_CLK(O_CLK));
    always @(posedge pause)
    begin
        pause_reg = !pause_reg;
    end
    always @(posedge O_CLK)
    begin
        if (dpTime == 50 && pause_reg == 0)
        begin
            dpTime = 1;
            dp[0] = ~dp[0];
            dp[2] = ~dp[2];
            dp[4] = ~dp[4];
            dp[6] = ~dp[6];
        end
        else if (pause_reg == 0)
            dpTime = dpTime + 1;
        else dpTime = dpTime;
        if (pause_reg == 0)
        begin
            ms1 = ms1 + 1;
            if (ms1 == 10)
            begin
                ms1 = 0;
                ms2 = ms2 + 1;
            end
            else
                ms1 = ms1;
            if (ms2 == 10)
            begin
                ms2 = 0;
                s1 = s1 + 1;
            end
            else
                ms2 = ms2;
            if (s1 == 10)
            begin
                s1 = 0;
                s2 = s2 + 1;
            end
            else
                s1 = s1;
            if (s2 == 6)
            begin
                s2 = 0;
                m1 = m1 + 1;
            end
            else
                s2 = s2;
            if (m1 == 10)
            begin
                m1 = 0;
                m2 = m2 + 1;
            end
            else
                m1 = m1;
            if (m2 == 6)
            begin
                m2 = 0;
                h1 = h1 + 1;
            end
            else
                m2 = m2;
            if (h1 == 10)
            begin
                h1 = 0;
                h2 = h2 + 1;
            end
            else
                h1 = h1;
            if (h2 == 10)
            begin
                h2 = 0;
            end
            else
                h2 = h2;
        end
        else pause_reg = pause_reg;
        if (rst == 1)
        begin
            dpTime = 0;
            dp = 8'b10101010;
            {ms1, ms2, s1, s2, m1, m2, h1, h2} = 32'd0;
        end
        else pause_reg = pause_reg;
    end
endmodule
module display(input clk, input rst, input pause, output reg [7:0] anode, output [6:0] cathode, output reg dp);
wire [31:0] Data;
wire [7:0] dp_input;
clock clk_inst(.CLK(clk), .rst(rst), .pause(pause), .oData(Data), .dp(dp_input));
reg [2:0] i_a = 0;
reg [3:0] iData;
wire O_CLK;
divider800Hz div_inst(.I_CLK(clk), .O_CLK(O_CLK));
display7 dis_inst(.iData(iData), .oData(cathode));
always @(posedge O_CLK)
begin
    iData = {Data[i_a * 4 + 3], Data[i_a * 4 + 2], Data[i_a * 4 + 1], Data[i_a * 4]};
    dp = dp_input[i_a];
    anode = 8'b11111111;
    anode[i_a] = 0;
    i_a = i_a + 1;
end
endmodule
module display7(input [3:0] iData, output reg [6:0] oData);
    always @(iData)
    begin
        case(iData)
            4'd0: oData = 7'b1000000;
            4'd1: oData = 7'b1111001;
            4'd2: oData = 7'b0100100;
            4'd3: oData = 7'b0110000;
            4'd4: oData = 7'b0011001;
            4'd5: oData = 7'b0010010;
            4'd6: oData = 7'b0000010;
            4'd7: oData = 7'b1111000;
            4'd8: oData = 7'b0000000;
            4'd9: oData = 7'b0010000;
            default: oData = 7'b1111111;
        endcase
    end
endmodule
module divider100Hz(input I_CLK, output reg O_CLK = 0);
integer n = 1;
parameter times = 1000000;
always @(posedge I_CLK)
begin
    if (n == times / 2)
        begin
            O_CLK = ~O_CLK;
            n = 1;
        end
    else n = n + 1;
end
endmodule
module divider800Hz(input I_CLK, output reg O_CLK = 0);
integer n = 1;
parameter times = 125000;
always @(posedge I_CLK)
begin
    if (n == times / 2)
        begin
            O_CLK = ~O_CLK;
            n = 1;
        end
    else n = n + 1;
end
endmodule
$ cat run.sh
#!/bin/bash
# OpenROAD 26Q1-2900-gdf79404cd8, Yosys 0.63+post, stock flow scripts
make -C /OpenROAD-flow-scripts/flow DESIGN_CONFIG=/design/flow/config.mk WORK_HOME=/design/flow/orfs finish
==> run notes <==
Implementation progress

The setup TNS after final layout stands at 0 ns. After detailed routing, the average wire length per cell comes to 9.38 µm. The floorplan has 35 rows. The TritonCTS buffer count stands at 5.

The unique cell type count in the Yosys netlist stands at 32. For this run the aggregate overflow at the end of global routing stands at 0. A synthesized cell averages 9.85 µm².

Summing the sequential cell areas from Yosys gives 47.2% of the chip area. Entering global routing, the biggest net connects 14 pins. According to the Yosys statistics, the synthesized design has a chip area of 1930 µm². In the CTS report, the clock slew at the register clock pins of the worst setup and hold paths is listed as 0.06 ns. The mapped netlist covers 1930 µm².

The chip footprint stands at 13700 µm². The count of inserted antenna diode cells stands at 0. Note that the worst hold path type here is reg2reg. The critical path starts at div_inst.n[0]$_SDFF_PN1_. The post-route DRC violation count stands at 0.

Dividing the detail-routed via count by the number of cells gives 3.91. Once routing completed, OpenROAD measured the worst setup slack at 2.87 ns. The synthesis report gives the async set-or-reset register share as 0%. The normalized max-slew margin stands at 47.0%. Setup repair after global routing left no endpoint under its margin. The path with the worst hold slack has its endpoint at div_inst.n[0]$_SDFF_PN1_. The total wirelength of the detailed-routed design stands at 3000 µm.

Looking at the reg2reg group, the worst path ends at div_inst.n[3]$_SDFF_PN0_. The worst-case clock skew stands at 0.00461 ns. The tally of OpenROAD warnings stands at 32.

Summing internal, switching and leakage power gives 451 µW. Cells with a size suffix above 1 make up 7.66% of the layout. The largest single stage delay on the critical path is 0.72 ns. The first global-routing pass estimated 5270 µm of wire. The detail route stage leaves a number of antenna-violating nets equal to 0.

The number of port buffers stands at 9. The share of the core area taken by cells at floorplan is 21.0%. The worst VDD IR drop from the latest analysis is 80.1 µV. The worst setup path is captured at a flop.

The violation tally from detailed-route iteration zero stands at 75. The cell count after synthesis stands at 196. Per the OpenROAD floorplan log, the area of the core is 9200 µm².

The register-to-register path setup slack stands at 2.87 ns. The worst setup path is launched from a flop. From the final report, the count of setup violators was given as 0. The final estimated routing congestion in global placement stands at 0.797. The critical path is of the reg2reg type. Total global-route track usage over all layers is 4.56%.

The number of post-CTS setup repair buffers stands at 0. CTS reports a maximum clock tree buffer depth of 2. The cell family contributing the most delay on the critical path is simple AND/OR/NAND/NOR gates. The post-cts resize count stands at 0. The die extent in y stands at 117 µm. The number of global-route vias before repair is 1172. In this run the critical register-to-register path is launched from div_inst.n[0]$_SDFF_PN1_. The synthesis stat section lists a flop and latch total of 45.

The tree is rooted in a sky130_fd_sc_hd__clkbuf_8. The initial antenna violation count stands at 0. The pre-antenna-repair detailed-routing pass consisted of 4 iterations. Looking at the cell usage after synthesis, the top flip-flop cell is sky130_fd_sc_hd__dfxtp_1.

The max-cap check violation count stands at 0. The launch point of the worst min-delay path is recorded as div_inst.n[0]$_SDFF_PN1_. The run finished with clean final reports. In the hold timing report, the worst path depth is 1. The timer found 12 register pins that no clock reaches; their paths are not timed. The worst path required time stands at 5.17 ns. Total power normalized to cell area comes to 205 nW/µm².

The report lists the cells along the critical path as inv_1 -> ha_1 -> nor4b_1 -> nand4_1 -> nor4_1 -> buf_4 -> nor2_1. The number of enable flip-flop cells stands at 1. The biggest fanout along the worst timing path stands at 8. According to the timing report, the arrival time at the worst endpoint equals 2.30 ns.

The number of warnings printed during yosys synthesis stands at 7. The number of H-tree levels stands at 2. In this run, post-CTS hold repair placed 0 buffers. The number of unconstrained endpoints stands at 21.

The power report puts the leakage power at 0.836 nW. Per the final report, max-transition violations number 0. The largest individual stage delay along the critical path comes from the cell sky130_fd_sc_hd__nor4_1. The worst register-to-register path has a depth of 7. Per the layout report, the design carries 975 filler cells. The slew at the pin with the worst max-slew slack stands at 0.788 ns. The total buffers and inverters traversed by the critical path stands at 2. After synthesis, the design contains 196 cells according to Yosys. The layout overhead on the synthesized area stands at 14.0%. The detailed router placed 1251 vias in this run.

The number of top-level pins stands at 19. The total number of cells along the worst setup path stands at 7. The final tally of hold violations stands at 0. The wire-length estimate of the detail-placed layout is 2240 µm. According to the floorplan report, the die width is 117 µm. The worst-case setup slack after placement stands at 2.87 ns.

TritonCTS built the clock tree.
-- final cells by class --
type / instances / area (µm²) / area share [%]
Multi-Input combinational cell: 135 / 932 / 42.4
Sequential cell: 45 / 911 / 41.4
Tap cell: 111 / 139 / 6.31
Timing Repair Buffer: 10 / 97.6 / 4.43
Clock buffer: 8 / 80.1 / 3.64
Inverter: 11 / 41.3 / 1.88
-- logic make-up (layout without fill, tap and decap cells) --
family | count (synthesis) | count (layout) | share of synthesized area, %
AOI/OAI and AO/OA | 1 | 1 | 0.259
xor gates and xnor gates | 33 | 33 | 15.0
adders and majority gates | 6 | 6 | 3.89
buffers and inverters | 21 | 29 | 5.51
DFF | 45 | 45 | 47.2
muxes | 1 | 1 | 0.518
other | 2 | 7 | 0.389
and+or+nand+nor | 87 | 87 | 27.3
-- how the worst max path moves through the flow --
stage,to
after global routing,div_inst.n[0]$_SDFF_PN1_
after CTS,div_inst.n[3]$_SDFF_PN0_
final,div_inst.n[3]$_SDFF_PN0_
-- registers in the layout (all words and copies together) (netlist names) --
signal and flops:
dp 1, i_a 3, anode 8, div_inst.O_CLK 1, div_inst.n 32
-- cell usage after synthesis, types with 5 or more instances --
master | n | area (µm²)
sky130_fd_sc_hd__dfxtp_1 | 44 | 881
sky130_fd_sc_hd__nand2_1 | 18 | 67.6
sky130_fd_sc_hd__xnor2_1 | 18 | 158
sky130_fd_sc_hd__nor2_1 | 15 | 56.3
sky130_fd_sc_hd__xor2_1 | 15 | 131
sky130_fd_sc_hd__inv_1 | 11 | 41.3
sky130_fd_sc_hd__nand3_1 | 11 | 55.1
sky130_fd_sc_hd__buf_4 | 7 | 52.6
sky130_fd_sc_hd__ha_1 | 6 | 75.1
sky130_fd_sc_hd__nand4_1 | 6 | 37.5
sky130_fd_sc_hd__and3_1 | 5 | 31.3
sky130_fd_sc_hd__nor3_1 | 5 | 25.0
sky130_fd_sc_hd__nor4_1 | 5 | 31.3
-- metrics by stage --
stage | utilization (%) | std cells | instance area (µm²) | hold slack, ns
3_5_place_dp | 23.1 | 312 | 2120 | 0.437
2_1_floorplan | - | 201 | 1950 | 0.412
4_1_cts | 23.9 | 320 | 2200 | 0.454
5_1_grt | 23.9 | 320 | 2200 | 0.472
6_report | 23.9 | 320 | 2200 | 0.452
3_3_place_gp | 23.1 | 312 | 2120 | 0.432
-- cell usage in the layout (no fill, tap or decap), types with 4 or more instances in the layout --
| cell | count |
|---|---|
| sky130_fd_sc_hd__ha_1 | 6 |
| sky130_fd_sc_hd__clkbuf_8 | 5 |
| sky130_fd_sc_hd__nand3_1 | 11 |
| sky130_fd_sc_hd__nor4_1 | 5 |
| sky130_fd_sc_hd__nor3_1 | 5 |
| sky130_fd_sc_hd__and3_1 | 5 |
| sky130_fd_sc_hd__xor2_1 | 15 |
| sky130_fd_sc_hd__conb_1 | 7 |
| sky130_fd_sc_hd__inv_1 | 11 |
| sky130_fd_sc_hd__xnor2_1 | 18 |
| sky130_fd_sc_hd__nor4b_1 | 4 |
| sky130_fd_sc_hd__clkdlybuf4s50_1 | 9 |
| sky130_fd_sc_hd__nor2_1 | 15 |
| sky130_fd_sc_hd__nand2_1 | 18 |
| sky130_fd_sc_hd__dfxtp_1 | 44 |
| sky130_fd_sc_hd__nand4_1 | 6 |
-- worst register-to-register path, delay by kind of cell, from the launching register on --
family	cells	cell delay (ns)
fa+ha+maj	1	0.16
buf+inv	2	0.35
flops	1	0.35
simple gates	4	1.17
-- where the power goes --
part           internal [mW]  total, mW  switching [mW]
Sequential             0.264      0.264               0
Clock                 0.0988      0.186          0.0876
Combinational              0   0.000277        0.000277
-- metal layers --
metal / wire, µm / GRT usage (%)
met2: 1210 / 6.86
met4: 33 / 0.577
met1: 1620 / 6.76
met5: 0 / 0
met3: 135 / 0.980
Power figures rest on the tool's default switching activity, not on a simulated workload.
